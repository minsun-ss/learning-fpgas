`/design/flow/config.mk`:
```
export PLATFORM = sky130hd
export DESIGN_NAME = Debounce_Project_Top
export DESIGN_NICKNAME = Debounce_Project_Top
export VERILOG_FILES = /design/flow/design.v
export SDC_FILE = /design/flow/constraint.sdc
export NUM_CORES = 4
export LEC_CHECK = 1
export CORE_AREA = 10 10 79 79
export DIE_AREA = 0 0 89 89
```
`/design/flow/design.v`:
```
module Debounce_Filter #(parameter DEBOUNCE_LIMIT=20) 
    (input i_Clk,
     input i_Bouncy,
     output o_Debounced);
reg [$clog2(DEBOUNCE_LIMIT)-1:0] r_Count=0;
reg r_State = 1'b0;
always @(posedge i_Clk)
begin
  if (i_Bouncy != r_State && r_Count < DEBOUNCE_LIMIT - 1)
    begin
        r_Count <= r_Count + 1;
    end
  else if (r_Count == DEBOUNCE_LIMIT-1)
    begin
        r_State <= i_Bouncy;
        r_Count <= 0;
    end
  else
    begin
        r_Count <= 0;
    end
end
assign o_Debounced = r_State;
endmodule
module Debounce_Project_Top 
(input i_Clk,
 input i_Switch_1,
 output o_LED_1);
wire w_Debounced_Switch;
Debounce_Filter #(.DEBOUNCE_LIMIT(250000)) Debounce_Inst
(.i_Clk(i_Clk),
 .i_Bouncy(i_Switch_1),
 .o_Debounced(w_Debounced_Switch));
LED_Toggle_Project LED_Toggle_Inst
(.i_Clk(i_Clk),
 .i_Switch_1(w_Debounced_Switch),
 .o_LED_1(o_LED_1));
endmodule
module LED_Toggle_Project
( input i_Clk,
  input i_Switch_1,
  output o_LED_1);
reg r_LED_1     = 1'b0;
reg r_Switch_1  = 1'b0;
always @(posedge i_Clk)
begin
    r_Switch_1 <= i_Switch_1;
    if (i_Switch_1 == 1'b0 && r_Switch_1 == 1'b1)
    begin 
        r_LED_1 <= ~r_LED_1;
    end
end
assign o_LED_1 = r_LED_1;
endmodule
```
`/design/flow/constraint.sdc`:
```
current_design Debounce_Project_Top

set clk_period 4.2
set clk_io_pct 0.2

create_clock -name clk0 -period $clk_period [get_ports {i_Clk}]

set non_clock_inputs [all_inputs -no_clocks]
set_input_delay [expr $clk_period * $clk_io_pct] -clock clk0 $non_clock_inputs
set_output_delay [expr $clk_period * $clk_io_pct] -clock clk0 [all_outputs]
```
`/design/flow/run.sh`:
```
#!/bin/bash
# OpenROAD 26Q1-2900-gdf79404cd8, Yosys 0.63+post, stock flow scripts
make -C /OpenROAD-flow-scripts/flow DESIGN_CONFIG=/design/flow/config.mk WORK_HOME=/design/flow/orfs finish
```
==> impl_metrics.csv <==
group,metric,value,unit
logic_synthesis,top_area_cell,"dfxtp_1",
logic_synthesis,ys_cells,100,
die,core,0.00466,mm²
setup_path,start_kind,"register",
global_route,grt_first_pass_wirelength,2680,µm
die,die_area,0.00792,mm²
finish,logic_area,465,µm²
run,tool_warnings,25,
drt,diodes,0,
cts,cts_resized,0,
drt,ant_nets,0,
sta,setup_tns,0,ns
logic_synthesis,ys_ff,21,
drt,viasPerCell,4.19,
logic_synthesis,ys_seq_share,47.2,%
pwr,p_per_area,324,mW/mm²
sta,max_clock_freq,458,MHz
setup_path,crit_arrival,2.33,ns
logic_synthesis,synthCells,100,
setup_path,endpoint_kind,"register",
die,ioPinCount,3,
sta,setup_viol,0,
logic_synthesis,yosysChipArea,932,µm²
min_path,hold_class,"register to register",
sta,fin_skew,0.00152,ns
logic_synthesis,ff_type,"dfxtp_1",
status,outcome,"finished, final reports clean",
pwr,leakage,0.321,nW
min_path,hold_depth,0,
logic_synthesis,area_leaders,"dfxtp_1 41%, xnor2_1 10%, nor2_1 7.2%, edfxtp_1 6.4%, nand3_1 3.2%",
finish,finalNonFillerCells,159,
placed_design,placed_area,0.00101,mm²
logic_synthesis,yosysWarnings,2,
placed_design,place_ws,1.88,ns
finish,seq_area,440,µm²
setup_path,cp.required,4.35,ns
global_route,grt_pass1_vias,660,
cts,clk_pin_slew_worst_paths,0.07,ns
sta,maxSlewViolCount,0,
setup_path,reg2regPathDepth,5,
logic_synthesis,syn_avg_cell_area,9.32,µm²
drt,drt_iter0_drc,19,
finish,fin_area,0.00106,mm²
logic_synthesis,common_cells,"19 x dfxtp_1, 18 x nor2_1, 11 x xnor2_1, 6 x nand3_1, 5 x inv_1",
sta,rsz0062_at_grt,"false",
pwr,irDropWorstVdd,0.000291,V
sta,worst_pin_slew,0.876,ns
cts,cts_root_buf,"clkbuf_8",
setup_path,path_max_fanout,18,
cts,holdBufCountCts,0,
finish,drive_above_1_share,9.52,%
drt,wl_per_cell,9.42,µm
pwr,seq_power_share,60.4,%
drt,first_pass_iters,2,
cts,cts_tree,"built",
global_route,antenna_found_initial,0,
pwr,clock_power_share,36.9,%
logic_synthesis,top_area_share,40.8,%
die,num_rows,25,
cts,htreeDepth,1,
pwr,p_comb_share,2.7,%
die,core_util_floorplan,20.0,%
global_route,track_usage,4.10,%
cts,cts_buffers,3,
die,die_h,89,µm
pwr,switching_share,19.6,%
drt,vias,667,
setup_path,cp_slowest_cell,"o221ai_2",
sta,hold_viol_final,0,
setup_path,critPathKind,"register to register",
sta,maxSlewHeadroom,41.6,%
pwr,report.power.total,0.342,mW
finish,syn2layout_area_growth,13.4,%
sta,period_minus_slack,2.18,ns
cts,cts_buffer_depth,2,
sta,period_used_share,51.9,%
finish,fill_cells,484,
setup_path,path_cells,"ha_1 -> nand4_1 -> o31a_1 -> o221ai_2 -> o21ba_2",
finish,finish.utilization,22.7,%
drt,drc_errors,0,
placed_design,portBuffers,2,
drt,wirelength,1500,µm
cts,postCtsSetupRepairBufs,0,
logic_synthesis,synth_area,932,µm²
cts,cts.sinks,21,
global_route,grt_max_degree,19,
placed_design,dp_hpwl,1070,µm
logic_synthesis,most_common_cell,"dfxtp_1",
placed_design,dp_cells,155,
logic_synthesis,edf_count,2,
placed_design,gp_congestion,0.755,
cts,clk_latency,0.25,ns
logic_synthesis,yosysUniqueCellTypes,28,
sta,hold_slack,0.436,ns
setup_path,critPathMaxStageDelay,0.69,ns
run,cap_violations,0,
pwr,p_int,0.275,mW
sta,finalWorstSetupSlack,2.02,ns
die,die_w,89,µm
logic_synthesis,ys_async_sr_fraction,0,%
pwr,p_switching,0.0670,mW
global_route,grt_overflow,0,
## power groups by stage
stage	Sequential, mW	Clock (mW)	Combinational, mW
4_1_cts	0.207	0.133	0.00930
5_1_grt	0.207	0.142	0.0104
6_report	0.207	0.126	0.00913
## final cells by class
| type | instances | area share, % |
|---|---|---|
| timing repair buffer | 2 | 1.89 |
| multi-input combinational | 73 | 44.0 |
| sequential | 21 | 41.7 |
| inverter | 5 | 1.78 |
| clock buffer | 4 | 4.26 |
| tap | 54 | 6.39 |
## placed cells by master, fill, tap and decap left out, types with 2 or more instances in the layout
cell / synthesis / final
nor3_1: 2 / 2
and4_1: 2 / 2
nor2_1: 18 / 18
edfxtp_1: 2 / 2
nand2_1: 4 / 4
xnor2_1: 11 / 11
nand3_1: 6 / 6
a21oi_1: 3 / 3
xor2_1: 2 / 2
clkdlybuf4s50_1: 0 / 2
nand4_1: 2 / 2
nor4_1: 4 / 4
or3_1: 4 / 4
o21ai_0: 3 / 3
clkbuf_8: 0 / 3
dfxtp_1: 19 / 19
inv_1: 5 / 5
## state kept, by name, summed over array words and instances, names as in the netlist
register / flops
Debounce_Inst.r_Count: 18
Debounce_Inst.r_State: 1
LED_Toggle_Inst.r_LED_1: 1
LED_Toggle_Inst.r_Switch_1: 1
## final timing paths
path                                                to                                 from  slack (ns)
hold reg to reg     LED_Toggle_Inst.r_Switch_1$_DFF_P_      Debounce_Inst.r_State$_DFFE_PP_        0.44
hold / removal      LED_Toggle_Inst.r_Switch_1$_DFF_P_      Debounce_Inst.r_State$_DFFE_PP_        0.44
setup / recovery  Debounce_Inst.r_Count[17]$_SDFF_PN0_  Debounce_Inst.r_Count[0]$_SDFF_PN0_        2.02
setup reg to reg  Debounce_Inst.r_Count[17]$_SDFF_PN0_  Debounce_Inst.r_Count[0]$_SDFF_PN0_        2.02
## cells by family (layout without fill, tap and decap cells)
group / count (synthesis) / in the layout / synth area share [%]
AOI/OAI and AO/OA: 11 / 11 / 8.59
xor gates and xnor gates: 13 / 13 / 12.2
adders and majority gates: 1 / 1 / 1.34
buffers and inverters: 6 / 11 / 2.82
DFF: 21 / 21 / 47.2
and+or+nand+nor: 48 / 48 / 27.8
## critical path, delay by kind of cell, from the launching register on
family	cells	cell delay (ns)
AOI/OAI and AO/OA	3	1.27
and+or+nand+nor	1	0.18
adders and majority gates	1	0.23
DFF	1	0.39
## per-layer routing
metal	vias up	GRT usage, %	share of wire, %	wire length, µm
met2	4	7.25	46	686
met1	303	5.00	50	755
met4	0	0	0	0
met5	-	0	0	0
li1	360	-	-	-
met3	0	1.47	3.7	56
Power figures rest on the tool's default switching activity, not on a simulated workload.
